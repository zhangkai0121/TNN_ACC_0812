### /design/flow/config.mk
export PLATFORM = sky130hd
export DESIGN_NAME = pooling
export DESIGN_NICKNAME = pooling
export VERILOG_FILES = /design/flow/design.v
export SDC_FILE = /design/flow/constraint.sdc
export NUM_CORES = 4
export LEC_CHECK = 1
export CORE_UTILIZATION = 30
### /design/flow/constraint.sdc
current_design pooling

set clk_period 4.9
set clk_io_pct 0.2

create_clock -name clk0 -period $clk_period [get_ports {clk}]

set non_clock_inputs [all_inputs -no_clocks]
set_input_delay [expr $clk_period * $clk_io_pct] -clock clk0 $non_clock_inputs
set_output_delay [expr $clk_period * $clk_io_pct] -clock clk0 [all_outputs]
### /design/flow/design.v
module pooling(
    clk,
    rst_n,
    feature_in,
    feature_out
);
input clk;
input rst_n;
input [16*9-1:0]feature_in;
output[8:0]feature_out;
wire[8:0] comparator_wire[30:0];
assign feature_out = comparator_wire[0];
genvar i;
generate
    for(i=0;i<16;i=i+1)begin:comparator_wire_shift
        assign comparator_wire[i+15] = feature_in[i*9+8:i*9];
    end
endgenerate
generate
    for(i=30;i>=1;i=i-2) begin:comparator_module
        comparator_unit my_comparator(
                           .clk(clk),
                           .rst_n(rst_n),
                           .data_in_a(comparator_wire[i]),
                           .data_in_b(comparator_wire[i-1]),
                           .data_out(comparator_wire[(i/2)-1])
                           );
    end
endgenerate
endmodule
module comparator_unit(clk,rst_n,data_in_a,data_in_b,data_out);
input clk;
input rst_n;
input [8:0]data_in_a;
input [8:0]data_in_b;
output reg [8:0]data_out;
always @(posedge clk or negedge rst_n)
    begin
       if(!rst_n)
           data_out <= 9'b0;
       else
           data_out <= (data_in_a >= data_in_b)?data_in_a:data_in_b;
    end
endmodule
### /design/flow/run.sh
#!/bin/bash
# OpenROAD 26Q1-2900-gdf79404cd8, Yosys 0.63+post, stock flow scripts
make -C /OpenROAD-flow-scripts/flow DESIGN_CONFIG=/design/flow/config.mk WORK_HOME=/design/flow/orfs finish
==> out/results.tsv <==
metric	value	unit
status	complete, no violations	
wirelength	16550	um
syn_area_per_cell	11.24	um^2
vias	5516	
cts_tree	yes	
ys_types	30	
post-route-util	40.71	%
grt-ovfl-total	0	
irDropWorstVdd	0.1981	mV
crit_arrival	3060	ps
gp_congestion	0.8291	
swShare	27.91	%
cts_num_sinks	135	
n_antenna_cell	0	
path_class	input pin to flip-flop	
io_buffers	154	
post_cts_resized	0	
place_hpwl	13600	um
postSynthSeqShare	40.40	%
chipArea	28540	um^2
dieHeight	169.0	um
start_kind	input pin	
syn_inst	744	
viasPerCell	4.237	
ant_nets	0	
max_freq	362.8	MHz
grt_max_degree	63	
regMostFlops	comparator_module.my_comparator.data_out	
cap_violations	0	
fp_util	30.77	%
setup-tns-final	0	ps
drive_gt1_share	19.78	%
largest_reg_flops	135	
critPathTopFamily	simple AND/OR/NAND/NOR gates	
cp.required	5200	ps
cts.htree.levels	4	
grt_antenna_before_repair	0	
slew_violations	0	
clk-insertion-delay-late	410	ps
hold_violations	0	
drt_iter0_drc	151	
reg_top3	comparator_module.my_comparator.data_out x135	
area_growth	32.31	%
ys_ff	135	
core_area	27180	um^2
rsz0062_at_grt	no	
finClkSkew	8.277	ps
grt_pass1_vias	5716	
internal-power	3205	uW
p_sw	1241	uW
post_cts_buffers	0	
seqPwrFrac	34.6	%
clockBufferDepth	2	
setup_viol	0	
cts_buffers	17	
p_comb_share	32.3	%
holdWs	505.6	ps
power	4445	uW
root_buffer	clkbuf_16	
relSlewSlack	61.95	%
first_pass_iters	4	
synth_warnings	2	
io_pins	155	
path_clk_slew	60	ps
wire_per_inst	12.71	um
synth_area	8362	um^2
fin_crit	2756	ps
clock_power_share	33.2	%
die_width	169.0	um
path_buffers	2	
path_max_fanout	9	
rows	60	
ys_cells	744	
crit_chain	clkdlybuf4s50_1, inv_1, ha_1, nand2b_1, a211oi_1, nor4_1, nor3_4, mux2_2	
warning_count	25	
critPathSlowestCell	clkdlybuf4s50_1	
p_leak	0.005276	uW
critPathCaptureType	flip-flop	
hp-class	flip-flop to flip-flop	
ys_area	8362	um^2
drc	0	
slowest_delay	480	ps
grt.total_usage	12.55	%
finalClockPeriodUsage	56.25	%
power_density	401.8	nW/um^2
worstMarginPinSlew	570.8	ps
grt_pass1_wl	27970	um
cts_hold_buf	0	
path summary, 6_finish.rpt:
kind | slack, ps | from | cells past startpoint | to
max reg2reg | 2670 | comparator_module[20].my_comparator.data_out[0]$_DFF_PN0_ | 6 | comparator_module[10].my_comparator.data_out[4]$_DFF_PN0_
max | 2140 | feature_in[63] | 8 | comparator_module[22].my_comparator.data_out[5]$_DFF_PN0_
min in group asynchronous | 530 | rst_n | 1 | comparator_module[30].my_comparator.data_out[8]$_DFF_PN0_
max in group asynchronous | 3450 | rst_n | 2 | comparator_module[26].my_comparator.data_out[3]$_DFF_PN0_
min | 510 | comparator_module[16].my_comparator.data_out[2]$_DFF_PN0_ | 1 | comparator_module[8].my_comparator.data_out[2]$_DFF_PN0_
min reg2reg | 510 | comparator_module[16].my_comparator.data_out[2]$_DFF_PN0_ | 1 | comparator_module[8].my_comparator.data_out[2]$_DFF_PN0_
layer usage:
| layer | GRT usage (%) | up-vias | routed length (um) |
|---|---|---|---|
| met4 | 1.304 | 0 | 194 |
| met3 | 2.048 | 14 | 535 |
| met1 | 19.32 | 2509 | 8300 |
| li1 | - | 2914 | - |
| met2 | 19.55 | 79 | 7520 |
| met5 | 0 | - | 0 |
cells in the final DEF, fill, tap and decap left out, types with 3 or more instances in the layout:
cell,n
clkdlybuf4s50_1,153
inv_1,145
ha_1,135
dfrtp_1,135
mux2_2,122
a21oi_1,42
nand2_1,29
nor2_1,24
o21ai_0,23
clkbuf_16,17
nand2b_1,15
a211oi_1,10
mux2_4,9
bufinv_16,7
nand4_1,6
o21bai_1,5
a41o_1,4
nor3_1,4
a211oi_4,4
o21a_1,4
a2111oi_2,4
a21oi_4,4
o221ai_1,4
nand3_1,3
o21ai_2,3
clkinv_2,3
power groups by stage:
| stage | Sequential (uW) | Combinational, uW | Clock, uW |
|---|---|---|---|
| after CTS | 1540 | 1460 | 1510 |
| final | 1540 | 1430 | 1470 |
| after global routing | 1570 | 1620 | 1570 |
synth_stat cells (all sizes together):
library cell	number	share of area [%]
o21ai	26	1.7
ha	135	20
nor3	6	0.63
nor4	2	0.15
mux2	131	18
a21o	1	0.090
a211o	1	0.10
nand2	29	1.3
a2111oi	4	0.72
dfrtp	135	40
nand3	3	0.18
nor2	24	1.1
a21oi	47	3.4
inv	145	6.5
a41o	4	0.48
nand2b	15	1.1
o221ai	4	0.42
buf	1	0.13
a211oi	15	2.0
o31ai	1	0.090
o21a	4	0.36
nand4	6	0.45
o21bai	5	0.45
metrics by stage:
step / cells / cell area [um^2] / setup slack (ps)
after floorplan: 744 / 8362 / 2354
after global placement: 1271 / 10370 / 1686
after detailed placement: 1271 / 10370 / 1696
after CTS: 1302 / 11060 / 2137
after global routing: 1302 / 11060 / 2011
final: 1302 / 11060 / 2144
cells by family (layout without fill, tap and decap cells):
| logic type | count (synthesis) | in the layout | synth area share (%) |
|---|---|---|---|
| buffers and inverters | 146 | 332 | 6.644 |
| adders and majority gates | 135 | 135 | 20.20 |
| DFF | 135 | 135 | 40.40 |
| muxes | 131 | 131 | 18.05 |
| AOI/OAI and AO/OA | 112 | 112 | 9.801 |
| and+or+nand+nor | 85 | 85 | 4.908 |
cell type report:
type / instances / area (um^2)
fill: 2582 / 16110
multi-input combinational: 463 / 4428
sequential: 135 / 3378
timing repair buffer: 156 / 1558
inverter: 145 / 544.3
tap: 372 / 465.4
clock buffer: 18 / 439.2
clock inverter: 13 / 250.2
Power figures rest on the tool's default switching activity, not on a simulated workload.
