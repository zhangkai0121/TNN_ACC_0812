===== design/flow/run.sh =====
#!/bin/bash
# OpenROAD 26Q1-2900-gdf79404cd8, Yosys 0.63+post, stock flow scripts
make -C /OpenROAD-flow-scripts/flow DESIGN_CONFIG=/design/flow/config.mk WORK_HOME=/design/flow/orfs finish

===== design/flow/design.v =====
module mult_scaler#(
    parameter FEATURE_WIDTH = 32,
    parameter SCALER_WIDTH = 32
)(
    input wire                                      clk,
    input wire                                      rst_n,
    input wire signed [ FEATURE_WIDTH - 1 : 0 ]     in1,
    input wire signed [ FEATURE_WIDTH - 1 : 0 ]     in2,
    output wire signed [ FEATURE_WIDTH - 1 : 0 ]    out
  );
reg    signed [ FEATURE_WIDTH + SCALER_WIDTH  - 1 :0]   temp_out;
always@(posedge clk or negedge rst_n)
    if(!rst_n)
        temp_out<= 0;
    else
        temp_out <= in1 * in2;
assign out = temp_out>>>10;
endmodule

===== design/flow/config.mk =====
export PLATFORM = sky130hd
export DESIGN_NAME = mult_scaler
export DESIGN_NICKNAME = mult_scaler
export VERILOG_FILES = /design/flow/design.v
export SDC_FILE = /design/flow/constraint.sdc
export NUM_CORES = 4
export LEC_CHECK = 1
export CORE_UTILIZATION = 50

===== design/flow/constraint.sdc =====
current_design mult_scaler

set clk_period 1.0
set clk_io_pct 0.2

create_clock -name clk0 -period $clk_period [get_ports {clk}]

set non_clock_inputs [all_inputs -no_clocks]
set_input_delay [expr $clk_period * $clk_io_pct] -clock clk0 $non_clock_inputs
set_output_delay [expr $clk_period * $clk_io_pct] -clock clk0 [all_outputs]

==> ds_physical_params.txt <==
Characteristics after synthesis and place and route

Parameter                              Value

Logic synthesis
  Area leader, netlist .................. fa_1
  Post-synthesis cell count .................. 2759
  Yosys-reported design area after synthesis .................. 25700 um^2
  Synth flops .................. 32
  Top-count cell post-synth .................. inv_1
  Part of the Yosys area used for sequential elements .................. 0.0312
  Number of synthesized flops with an enable pin .................. 0
  Top cell types by occurrence after synthesis .................. inv_1 (717), fa_1 (694), and2_1 (498), nand2_1 (298), ha_1 (157)
  Dominant cell area share .................. 0.540
  Mean Syn Cell Area .................. 9.32 um^2
  Commonest flop .................. dfrtp_1
  Top cells by area, synth .................. fa_1 (54%), and2_1 (12%), inv_1 (10%)
  Synthesis warning total .................. 1
  Async set or reset register ratio after synthesis .................. 1.00
  Post-synthesis cell type count .................. 44
  Number of cells in Yosys stat .................. 2759
  Cell area after technology mapping .................. 25700 um^2

Worst setup path
  Crit Path Max Fanout .................. 7
  Worst path top cell family by delay .................. adder cells
  Startpoint type of the worst setup path .................. primary input
  Buffers & Inverters on Critical Path .................. 7
  Setup CP Type .................. in -> reg
  Crit path DAT .................. 6.67 ns
  Critical-path cell with the highest stage delay .................. fa_2
  Largest stage delay on the critical path .................. 0.58 ns
  Element type at the critical path end .................. flop
  Crit-path most repeated cell .................. fa_2
  Required time at the endpoint of the critical path .................. 1.17 ns

Floorplan
  Die footprint .................. 52300 um^2
  Effective utilization at floorplan .................. 0.509
  Number of placement rows .................. 82
  I/O pin count .................. 98
  Die extent in x .................. 229 um
  CORE AREA .................. 50500 um^2
  Vert. Die Dim .................. 229 um

Finish
  Share of the core filled with cells .................. 0.662
  Flip-flop count of the largest register after layout .................. 32
  Fraction of layout cells with a size suffix above 1 .................. 0.279
  Post-route cell area .................. 33400 um^2
  Largest register by flop count .................. temp_out
  Top Registers .................. temp_out x32
  P&R area growth vs syn .................. 30.0%

Routing
  Residual antenna-violating net count after detailed routing .................. 0
  DRC errors left .................. 0
  Via density per instance .................. 5.10
  Total detailed-routing wirelength .................. 77.3 mm
  Detailed-route wire length per cell .................. 20.2 um
  1st-pass router iterations .................. 5
  Number of violations reported at the end of detailed-routing iteration 0 .................. 724
  Total via count in the routed design .................. 19500

Status
  Status .................. finished with violations
  Violated checks .................. hold timing, setup timing

Timing
  Shortest period the worst path allows .................. 6.50 ns
  Max-Slew Margin vs Limit .................. 0.783
  Count of endpoints failing setup in the final report .................. 33
  Measured slew at the worst slew-check pin .................. 0.325 ns
  Final hold slack .................. -0.149 ns
  Number of pins with negative max-slew slack in the final report .................. 0
  Max frequency .................. 154 MHz
  Hold Fails Final Rpt .................. 32
  Setup repair after global routing missed its margin .................. yes
  Setup TNS .................. -165.48 ns
  Crit share post-route .................. 6.50
  Worst Setup Slack, final .................. -5.50 ns

Clocking
  Number of buffers between clock root and the deepest sink .................. 2
  Clock tree from TritonCTS .................. yes
  Number of clock buffers inserted by TritonCTS .................. 5
  Clock edge transition at the registers on the reported setup and hold paths .................. 0.05 ns
  H-tree levels .................. 2
  CTS Root Buffer Type .................. clkbuf_16
  CTS sink count .................. 32

Job
  Tool warning count .................. 30
  Count of maximum capacitance violations .................. 0

Global routing
  Maximum number of pins on one net before global-route repair .................. 33
  Via count of the first global-routing pass .................. 21600
  Overall fraction of global-route tracks in use .................. 0.338
  GR Overflow Total .................. 0
  Initial antenna violation count .................. 4
  Wire length of the first global-routing pass .................. 122 mm

Place
  Placement Cell Area .................. 30000 um^2
  Port Buffer Count .................. 97
  Final HPWL from detailed placement .................. 58.2 mm
  RD Place Congestion .................. 0.972

Worst hold path
  Hold Crit Class .................. in -> async
[worst paths after layout]
path,from,to,slack [ns],cells after the start
worst max-delay path,in1[17],temp_out[38],-5.50,25
worst min-delay path,rst_n,temp_out[37],-0.15,2
max in group asynchronous,rst_n,temp_out[19],0.96,2
min in group clk0,temp_out[31],out[21],0.87,1
[metal layers]
metal	global-route usage	up-vias	share of wire
met5	0	-	0.00083
met2	0.533	748	0.50
li1	-	8549	-
met3	0.122	187	0.097
met4	0.117	6	0.046
met1	0.457	10000	0.35
[cell families (layout without fill, tap and decap cells)]
family / after synthesis / count (layout) / synth area share
other: 0 / 2 / 0
adder cells (fa/ha/maj): 851 / 851 / 0.617
buffers and inverters: 860 / 1253 / 0.126
XOR/XNOR: 83 / 83 / 0.0283
flip-flops: 32 / 32 / 0.0312
AND/OR/NAND/NOR: 849 / 849 / 0.177
AND-OR/OR-AND: 84 / 84 / 0.0213
[cell type report]
type	count	area [um^2]
fillers	3765	17100
multi-input cells	1867	23100
clock inverters	2	12.5
clock buffers	5	125
well taps	672	841
inverters	717	2690
repair buffers	529	5820
diodes	2	5.00
flip-flops and latches	32	801
[repair_timing]
item,4_1_cts,5_1_grt
cloned,32,3
hold endpoints to repair,32,32
pin swaps,233,200
buffers inserted,99,29
setup endpoints to repair,64,37
resized,670,168
[cells in the final DEF, fill, tap and decap left out, drive strengths merged, types with 2 or more instances in the layout]
master / synthesis / final
dlygate4sd2: 0 / 14
o31ai: 2 / 2
ha: 157 / 157
nand4: 4 / 4
fa: 694 / 694
clkbuf: 142 / 19
a21o: 13 / 13
nand2: 298 / 298
a21boi: 2 / 2
o21ai: 18 / 18
xor2: 25 / 25
clkdlybuf4s15: 0 / 7
nor2: 13 / 13
inv: 717 / 717
xnor2: 58 / 58
o21a: 3 / 3
buf: 1 / 481
and2: 498 / 498
nor3: 5 / 5
a31oi: 2 / 2
a21oi: 34 / 34
diode: 0 / 2
nand3: 5 / 5
and4: 2 / 2
o21bai: 5 / 5
bufbuf: 0 / 13
and3: 3 / 3
nand2b: 6 / 6
o22ai: 2 / 2
dfrtp: 32 / 32
nor2b: 10 / 10
[metrics by stage]
| stage | hold WS [ns] | setup slack (ns) | std cells |
|---|---|---|---|
| 2_1_floorplan | -0.0956 | -5.36 | 2759 |
| 3_3_place_gp | 0.161 | -6.23 | 3670 |
| 5_1_grt | -0.129 | -5.62 | 3824 |
| 6_report | -0.149 | -5.50 | 3826 |
| 4_1_cts | -0.144 | -5.58 | 3797 |
| 3_5_place_dp | 0.165 | -6.24 | 3670 |
