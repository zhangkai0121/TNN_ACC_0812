==> design.v <==
module add_unit#(
        parameter data_in_width = 32
)(
        input wire                              clk,
        input wire                              rst_n,
        input wire [data_in_width-1:0]          adder_a,
        input wire [data_in_width-1:0]          adder_b,
        output wire [data_in_width-1:0]          adder_out
);    
reg [data_in_width:0]sum;
always@(posedge clk or negedge rst_n)
begin
    if(!rst_n)
        sum <= 0;
    else
        sum <= adder_a + adder_b;
end
assign adder_out = sum[data_in_width - 1:0];
endmodule
==> run.sh <==
#!/bin/bash
# OpenROAD 26Q1-2900-gdf79404cd8, Yosys 0.63+post, stock flow scripts
make -C /OpenROAD-flow-scripts/flow DESIGN_CONFIG=/design/flow/config.mk WORK_HOME=/design/flow/orfs finish
==> config.mk <==
export PLATFORM = sky130hd
export DESIGN_NAME = add_unit
export DESIGN_NICKNAME = add_unit
export VERILOG_FILES = /design/flow/design.v
export SDC_FILE = /design/flow/constraint.sdc
export NUM_CORES = 4
export LEC_CHECK = 1
export CORE_AREA = 10 10 113 113
export DIE_AREA = 0 0 123 123
==> constraint.sdc <==
current_design add_unit

set clk_period 1.0
set clk_io_pct 0.2

create_clock -name clk0 -period $clk_period [get_ports {clk}]

set non_clock_inputs [all_inputs -no_clocks]
set_input_delay [expr $clk_period * $clk_io_pct] -clock clk0 $non_clock_inputs
set_output_delay [expr $clk_period * $clk_io_pct] -clock clk0 [all_outputs]
==> changes_impl.md <==
### Changed

* Yosys chip area at 2549 um^2
* Num rows at 37
* # setup viols final at 29
* Status: complete, but fails checks
* Clk pwr share at 18.8%
* CP Capture Type: flip-flop
* Number of global-route vias before repair at 2988
* EDFF count, synth at 0
* Core region area at 10320 um^2
* Yosys reg bits at 32
* First-pass GRT wire length at 14260 um
* Worst Path Max Fanout at 3
* Buf/Inv on CP at 1
* Switch share at 32.41%
* Endpoints failing hold at 0
* Mux area share at 0.7855%
* Proportion of layout cells with a drive suffix above 1 at 61.12%
* Wire length per cell at 14.24 um
* Crit-path cells: buf_6, ha_4, and3_4, o211ai_1, o21bai_4, a22oi_4, a31oi_4, o311a_1, or3_1
* Ys flop type: dfrtp_1
* Largest net degree at the start of global routing at 33
* CTS HTree Levels at 2
* DR pass1 iterations at 4
* Floorplan core density at 24.69%
* I/O pins at 98
* Leakage Power at 2.356 nW
* Most instantiated logic cells after routing: buf_4 (93), buf_2 (52), dfrtp_1 (32), buf_6 (31), ha_4 (28)
* Register area share after synthesis at 31.42%
* Yosys adder share at 16.00%
* RSZ-0062 raised after global routing: yes
* Max reg flops at 32
* Power per cell area at 1073 nW/um^2
* Largest Register: sum
* Die area at 15130 um^2
* Drc violations at 0
* Clk sinks at 32
* Placed cell areas at 4632 um^2
* Initial DRC Count at 105
* Failing checks: setup timing
* Longest Clk Path Bufs at 2
* Rel. slew slack at 78.54%
* Root Driver: clkbuf_8
* Most frequent logic cell in the layout: buf_4
* Pre-CTS setup slack at -1.582 ns
* CP Launch Type: input port
* Cycle use final at 182.0%
* Library cells used by synthesis at 52
* Actual slew at the worst max-slew pin at 0.3195 ns
* HP Class: input port to flip-flop
* TritonCTS clock tree: done
* Area Growth Syn to Fin at 105.9%
* Design Area, Final at 5249 um^2
* Post-Syn Area at 2549 um^2
* Mean Syn Cell Area at 9.370 um^2
* GRT Resource Usage Total at 11.29%
* Mapped Cells at 272
* Gate power share at 52.0%
* Ys Warns at 1
* Die x size at 123 um
* Worst endpoint required time at 1.17 ns
* CP Class: input port to flip-flop
* Cells in synth_stat.txt at 272
* Final Slew Violations at 0
* Switch Pwr at 1.825 mW
* Via count at 2800
* CP Data Arrival Time at 1.99 ns
* Largest registers: sum: 32 flops
* Max stage delay on crit path at 0.35 ns
* Max Clk Rate at 549.5 MHz
* Setup TNS at -16.56 ns
* Overall power at 5.632 mW
* Log Warnings at 28
* Max-Cap Viols at 0
* Final cell count without fillers at 617
* Fillcell total at 888
* Routed Antenna Nets at 0
* Yosys xor share at 9.622%
* Worst VDD drop at 0.5113 mV
* Num CTS Buffers at 5
* Dominant comb cell: AND-OR/OR-AND gates
* Worst-path clk slew at 0.07 ns
* Tmin final at 1.820 ns
* Hold_buf cts at 0
* CP top delay family: AND-OR/OR-AND gates
* Placed Instances at 583
* P_int at 3.806 mW
* HPWL Detailed at 7090 um
* Vias/cell at 4.538
* Simple-gate area share of the yosys netlist at 12.42%
* Async S/R FF share, synth at 100.0%
* Buffers on Ports at 97
* Reg power frac at 29.1%
* Post-route setup slack at -0.8199 ns
* Post-Synth AOI/OAI Area at 27.20%
* DRT Wirelength at 8788 um
* Gr ovfl total at 0
* Final RePlAce weighted congestion at 0.8915
* Vertical die size at 123 um
* Critical-path top delay cell: or3_1
* Initial antenna violation count at 0
* Antenna cells at 0
-- kinds of logic after synthesis --
kind of cell             count (synthesis)
AND-OR/OR-AND                           97
XOR/XNOR                                28
flip-flops                              32
AND/OR/NAND/NOR                         65
multiplexers                             2
buffers and inverters                   16
adder cells (fa/ha/maj)                 32
-- area by class of cell --
class | count | area [um^2] | share of cell area (%)
multi-input combinational | 224 | 2511 | 47.84
clock inverter | 2 | 10.01 | 0.1907
inverter | 6 | 22.52 | 0.4291
timing repair buffer | 211 | 1652 | 31.47
tap | 136 | 170.2 | 3.242
clock buffer | 6 | 82.58 | 1.573
sequential | 32 | 800.8 | 15.26
-- what timing repair did --
action | CTS | global route
endpoints found under the setup margin | 63 | 37
pin swaps | 89 | 36
setup buffers | 21 | 7
gates cloned | 0 | 0
resized | 348 | 29
-- through the flow --
stage               util, %  hold slack [ns]
finish                50.84           0.1210
global route          50.84           0.1111
CTS                   49.17           0.1147
detailed placement    44.87           0.5905
global placement      44.87           0.5924
floorplan                 -         -0.09559
-- synthesized netlist by cell type (all sizes together), types with 2 or more instances --
cell type | instances | area share (%)
o21a | 2 | 0.59
o311ai | 2 | 0.69
nand3 | 10 | 2.0
or2 | 3 | 0.74
mux2i | 2 | 0.79
a311oi | 2 | 0.69
nor2 | 12 | 1.8
nand2b | 2 | 0.49
dfrtp | 32 | 31
o221ai | 2 | 0.69
o21bai | 5 | 1.9
inv | 6 | 0.88
o21ai | 15 | 3.4
a211oi | 3 | 0.88
nand4 | 7 | 1.7
clkbuf | 6 | 0.88
buf | 4 | 0.79
nand2 | 19 | 2.8
xnor2 | 13 | 4.5
and3 | 2 | 0.49
xor2 | 15 | 5.2
ha | 31 | 15
nor3 | 4 | 0.79
a21oi | 29 | 5.7
o211ai | 3 | 1.1
a21o | 19 | 5.6
a31oi | 4 | 1.6
-- per-layer routing --
| metal | vias up | part of all wire, % | global-route usage (%) |
|---|---|---|---|
| met4 | 0 | 0.99 | 0.9461 |
| met3 | 5 | 4.9 | 2.081 |
| met5 | - | 0 | 0 |
| li1 | 1429 | - | - |
| met2 | 51 | 51 | 20.21 |
| met1 | 1315 | 44 | 14.45 |
-- power groups by stage --
stage | registers [mW] | logic, mW | clock network (mW)
CTS | 1.64 | 2.82 | 1.10
global route | 1.67 | 3.21 | 1.15
finish | 1.64 | 2.93 | 1.06
-- worst paths after layout --
check	from	to	slack [ns]	cells after the start
hold / removal	adder_b[0]	sum[0]	0.12	2
setup / recovery	adder_b[8]	sum[31]	-0.82	9
max in group asynchronous	rst_n	sum[14]	0.54	2
min in group asynchronous	rst_n	sum[5]	0.29	2
Power is estimated from default activity; no workload was simulated.
